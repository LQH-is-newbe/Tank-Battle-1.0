## design/flow/design.v

```verilog
module tank(clk,resetn,initial_xpos,initial_ypos,direction,xpos,ypos,moving,start,moving_direction);
	input clk,resetn,start;
	input [7:0] initial_xpos;
	input [6:0] initial_ypos;
	input [2:0] direction;
	output reg [7:0] xpos;
	output reg [6:0] ypos;
	output reg moving;
	output reg [2:0] moving_direction;
	wire finish;
	reg [3:0] counter_output;
	reg counter_enable,init;
	reg [2:0] current_state,next_state;
	reg [20:0] dividerout;
	reg divider;
	always @(posedge clk)
		begin:ratedivider
			if(!resetn)begin
				dividerout <=  21'd0;
				divider <= 1'd0;
				end
			else if(dividerout == 21'b110000110101000000000)begin
				dividerout <= 21'd0;
				divider <= 1'd1;
				end
			else if(counter_enable == 1'd0)begin
				dividerout <= 21'd0;
				divider <= 1'd0;
				end
			else begin
				dividerout <= dividerout + 1'b1;
				divider <= 1'd0;
				end
		end
	always @(posedge clk)
		begin
			if(!resetn)begin  
				xpos <= initial_xpos;
				ypos <= initial_ypos;
				end
			else if(init == 1'd1)begin  
				xpos <= initial_xpos;
				ypos <= initial_ypos;
				end
			else if(divider == 1'd1)begin
				case(moving_direction)
					3'b100: begin  
						xpos <= xpos;
						ypos <= ypos-1'd1;
						end
					3'b101: begin  
						xpos <= xpos;
						ypos <= ypos+1'd1;
						end
					3'b110: begin  
						xpos <= xpos-1'd1;
						ypos <= ypos;
						end
					3'b111: begin  
						xpos <= xpos+1'd1;
						ypos <= ypos;
						end
				endcase
			end
			else begin  
				xpos <= xpos;
				ypos <= ypos;
				end
		end
	always @(posedge clk)
		begin: counter
			if(!resetn)
				counter_output <= 4'd0;
			else if(counter_enable == 4'd0)
				counter_output <= 4'd0;
			else if(counter_output == 4'b1111)
				counter_output <= 4'd0;
			else if(divider == 1'd1)
				counter_output <= counter_output + 1'b1;
			else
				counter_output <= counter_output;
		end
	assign finish = (counter_output == 4'd9) ? 1'b1 : 1'b0;  
	localparam      
					WAIT    = 3'd0,
					INITIAL = 3'd6,
					STATIC  = 3'd1,
					UP      = 3'd2,
					DOWN    = 3'd3,
					LEFT    = 3'd4,
					RIGHT   = 3'd5;
		always@(*)
		begin: state_table 
				case (current_state)
					WAIT: next_state = start ? INITIAL : WAIT;
					INITIAL: next_state = STATIC;
					STATIC: begin
						if(direction[2] == 1'd0)  
									next_state = STATIC;
								else begin
									case(direction[1:0])
										2'd0: next_state = UP;
										2'd1: next_state = DOWN;
										2'd2: next_state = LEFT;
										2'd3: next_state = RIGHT;
									endcase
								end
							end
					UP: next_state = finish ? STATIC : UP;
					DOWN: next_state = finish ? STATIC : DOWN;
					LEFT: next_state = finish ? STATIC : LEFT;
					RIGHT: next_state = finish ? STATIC : RIGHT;
					default: next_state = STATIC;
				endcase
		end
		always@(posedge clk)
		begin: state_FFs
			if(!resetn)
				current_state <= WAIT;
			else
				current_state <= next_state;
		end  
		always @(*)
		begin: output_logic
			counter_enable = 1'b0;
			init = 1'b0;
			moving = 1'b0;
			moving_direction = 3'd0;
			case (current_state)
				INITIAL: begin
					init = 1'b1;
					moving = 1'b0;
					end
				UP: begin
					counter_enable = 1'b1;
					moving = 1'b1;
					moving_direction = 3'b100;
					end
				DOWN: begin
					counter_enable = 1'b1;
					moving = 1'b1;
					moving_direction = 3'b101;
					end
				LEFT: begin
					counter_enable = 1'b1;
					moving = 1'b1;
					moving_direction = 3'b110;
					end
				RIGHT: begin
					counter_enable = 1'b1;
					moving = 1'b1;
					moving_direction = 3'b111;
					end
			endcase
		end
endmodule
```

## design/flow/run.sh

```bash
#!/bin/bash
# OpenROAD 26Q1-2900-gdf79404cd8, Yosys 0.63+post, stock flow scripts
make -C /OpenROAD-flow-scripts/flow DESIGN_CONFIG=/design/flow/config.mk WORK_HOME=/design/flow/orfs finish
```

## design/flow/config.mk

```make
export PLATFORM = sky130hd
export DESIGN_NAME = tank
export DESIGN_NICKNAME = tank
export VERILOG_FILES = /design/flow/design.v
export SDC_FILE = /design/flow/constraint.sdc
export NUM_CORES = 4
export LEC_CHECK = 1
export CORE_UTILIZATION = 50
```

## design/flow/constraint.sdc

```tcl
current_design tank

set clk_period 6.8
set clk_io_pct 0.2

create_clock -name clk0 -period $clk_period [get_ports {clk}]

set non_clock_inputs [all_inputs -no_clocks]
set_input_delay [expr $clk_period * $clk_io_pct] -clock clk0 $non_clock_inputs
set_output_delay [expr $clk_period * $clk_io_pct] -clock clk0 [all_outputs]
```

==> results_dict.tcl <==
# collected from the flow reports
set metrics [dict create \
    top_cells_by_area "dfxtp_1 (25%), edfxtp_1 (17%), ha_1 (7.6%)" \
    postSynthAreaPerCell_um2 9.15 \
    grt_max_degree 31 \
    place_congestion 0.825 \
    status "finished, final reports clean" \
    ys_cells 288 \
    grt.total_usage 0.211 \
    vias 2144 \
    adder_share 0.0912 \
    die_y_um 74.6 \
    critical_path_class "flip-flop to primary output" \
    worstPathRequired_ns 5.44 \
    finalSetupViolations 0 \
    antenna_found_initial 0 \
    min_period_over_period 0.442 \
    drt_iter0_drc 58 \
    cp.arrival_ns 1.64 \
    cts_tree "yes" \
    final_cell_mix "clkdlybuf4s50_1 (39), dfxtp_1 (33), nand2_1 (32)" \
    place_inst 393 \
    drive_gt1_frac 0.0483 \
    h-tree-depth 2 \
    num_antenna_cells 0 \
    synth_flops 48 \
    synth_warnings 1 \
    core.rowCount 26 \
    die_w_um 74.6 \
    yosys.area.top_type_share 0.251 \
    grt-ovfl-total 0 \
    yosys-stat-area_um2 2630 \
    p_per_area_nw_per_um2 213 \
    wirelength_mm 5.10 \
    post-route-util 0.642 \
    clock_sinks 48 \
    p_total_uw 692 \
    portBuffers 39 \
    drc_errors 0 \
    ys_sh_xor 0.0765 \
    postSynthCellCount 288 \
    final_hold_viol_count 0 \
    coreArea_um2 5070 \
    p_sw_frac 0.229 \
    cts_hold_buf 0 \
    p_int_uw 534 \
    ant_nets 0 \
    cts-root-buf "clkbuf_8" \
    fp-utilization 0.519 \
    worstSetupEndpointType "primary output" \
    power_frac_clock 0.362 \
    peakVddDrop_mv 0.171 \
    fmax_mhz 333 \
    warning_count 29 \
    power_frac_seq 0.466 \
    viasPerCell 5.35 \
    grt_pass1_vias 1958 \
    clockBufferDepth 2 \
    crit_path_max_fanout 5 \
    slew_headroom 0.377 \
    ys_types 43 \
    worst_slew_pin_slew_ns 0.934 \
    tns_ns 0 \
    rr_worst_depth 7 \
    area_delta_synth_final_pct 23.6 \
    fillCellCount 437 \
    drv_slew 0 \
    max_cap_violations 0 \
    dpl-instance-area_um2 3110 \
    power_switching_uw 158 \
    postCtsSetupRepairBufs 0 \
    io_pins 40 \
    stdcell_area_um2 3260 \
    cp-start-kind "flip-flop" \
    mux_share 0 \
    dp_hpwl_mm 3.79 \
    synth.comb.largest_family "simple AND/OR/NAND/NOR gates" \
    ys_sh_aoi 0.147 \
    wire_per_inst_um 12.7 \
    holdPathStages 2 \
    comb_power_share 0.172 \
    yosys.area.top_type "dfxtp_1" \
    cts_buffers 5 \
    grt_pass1_wl_mm 8.86 \
    edf_count 15 \
    min_period_ns 3.00 \
    fin_skew_ns 0.00766 \
    drt_pass1_iterations 4 \
    die_area_um2 5560 \
    ys.flop_type "dfxtp_1" \
    ys_seq_share 0.422 \
    instances_no_fill 401 \
    netlist_area_um2 2630 \
    total_leakage_power_nw 1.14 \
    grt_setup_unrepaired "no" \
    clkTransAtPathRegs_ns 0.09 \
    synthArstFlopShare 0 \
    cts.repair.resized 0 \
    clkLatencyLatePin_ns 0.30 \
    simple_gate_area_frac 0.235 \
    worst_hold_path_type "flip-flop to flip-flop" \
    lay_top_count "clkdlybuf4s50_1" \
]
[logic make-up (layout without fill, tap and decap cells)]
group,count (synthesis),count (layout)
flops,48,48
xor+xnor,23,23
buf+inv,20,63
compound gates,62,62
simple gates,117,117
fa+ha+maj,18,18
[worst max-delay path, cell delays in order (launching register included)]
cell	delay [ns]
dfxtp_1	0.35
nor2_1	0.09
inv_1	0.09
or3_1	0.39
clkdlybuf4s50_1	0.43
[flip-flops by register name (all words and copies together) (netlist names)]
name            flops
current_state       7
xpos                8
counter_output      4
ypos                7
divider             1
dividerout         21
[cell type report]
cell class              count  area, um^2  share of cell area
clock buffers               7         119              0.0365
well taps                  70        87.6              0.0269
multi-input cells         220        1450               0.444
inverters                  13        48.8              0.0150
clock inverters             1        30.0             0.00922
repair buffers             42         413               0.127
flip-flops and latches     48        1110               0.341
[power groups by stage]
stage / sequential [mW] / clock, mW / combinational, mW
finish: 0.323 / 0.251 / 0.119
CTS: 0.323 / 0.257 / 0.119
global route: 0.325 / 0.266 / 0.137
[per-stage QoR]
stage | hold WS, ns | worst slack, ns
6_report | 0.463 | 3.80
3_5_place_dp | 0.452 | 3.66
4_1_cts | 0.462 | 3.77
3_3_place_gp | 0.438 | 3.72
2_1_floorplan | 0.426 | 4.25
5_1_grt | 0.506 | 3.65
[final timing paths]
| check | from | slack, ns | endpoint |
|---|---|---|---|
| worst max register to register | current_state[6] | 4.11 | ypos[6] |
| worst min register to register | current_state[0] | 0.46 | current_state[0] |
| worst min-delay path | current_state[0] | 0.46 | current_state[0] |
| worst max-delay path | current_state[5] | 3.80 | moving_direction[2] |
[synth_stat cells, drive strengths merged (3+ instances only)]
master / number
nor3b: 3
xnor2: 16
dfxtp: 33
a21oi: 16
nor4: 4
nand2: 32
nand3b: 3
ha: 16
o211ai: 3
nor4b: 3
edfxtp: 15
and3: 5
clkbuf: 6
nand4: 8
or3: 9
o21ai: 21
nor2: 22
a21o: 6
inv: 13
nor3: 6
xor2: 7
a211oi: 4
nand3: 11
[per-layer routing]
metal  vias up  GRT usage  wire, um
met5         -          0         0
met4         0     0.0189        63
met3         8     0.0440       216
met2        46      0.327      2280
met1       957      0.332      2550
li1       1133          -         -
