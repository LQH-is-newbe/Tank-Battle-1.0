===== design/flow/design.v =====
module draw_tank(xpos,ypos,clk,resetn,direction,counter_enable,finish,x,y);
	input [6:0] ypos;
	input [7:0] xpos;
	input [1:0] direction;
	input clk,resetn,counter_enable;
	output finish;
	output [6:0] y;
	output [7:0] x;
	reg [3:0] xp,yp,xpu,ypu,xpd,ypd,xpl,ypl,xpr,ypr;
	reg [5:0] counter_output;
	assign finish = (counter_output == 6'd59) ? 1'b1 : 1'b0;
	assign x = xpos + xp;
	assign y = ypos + yp;
	always @(posedge clk)
		begin: counter
			if(!resetn)
				counter_output <= 6'd0;
			else if(counter_output == 6'd59)
				counter_output <= 6'd0;
			else if(counter_enable == 1'b0)
				counter_output <= 6'd0;
			else
				counter_output <= counter_output+1'b1;
		end
	always @(*)
	begin
		case(direction)
			2'd0: begin
					xp = xpu;
					yp = ypu;
				end
			2'd1: begin
					xp = xpd;
					yp = ypd;
				end
			2'd2: begin
					xp = xpl;
					yp = ypl;
				end
			2'd3: begin
					xp = xpr;
					yp = ypr;
				end
		endcase
	end
	always @(*)
	begin:tank_plot
		case(counter_output)
			6'd0: begin
					xpu = 4'd0;
					ypu = 4'd0;
					xpd = 4'd0;
					ypd = 4'd0;
					xpl = 4'd0;
					ypl = 4'd0;
					xpr = 4'd0;
					ypr = 4'd0;
				end
			6'd1: begin
					xpu = 4'd0;
					ypu = 4'd1;
					xpd = 4'd0;
					ypd = 4'd1;
					xpl = 4'd0;
					ypl = 4'd1;
					xpr = 4'd0;
					ypr = 4'd1;
				end
			6'd2: begin
					xpu = 4'd0;
					ypu = 4'd2;
					xpd = 4'd0;
					ypd = 4'd2;
					xpl = 4'd0;
					ypl = 4'd4;
					xpr = 4'd0;
					ypr = 4'd7;
				end
			6'd3: begin
					xpu = 4'd0;
					ypu = 4'd3;
					xpd = 4'd0;
					ypd = 4'd3;
					xpl = 4'd0;
					ypl = 4'd7;
					xpr = 4'd0;
					ypr = 4'd8;
				end
			6'd4: begin
					xpu = 4'd0;
					ypu = 4'd4;
					xpd = 4'd0;
					ypd = 4'd4;
					xpl = 4'd0;
					ypl = 4'd8;
					xpr = 4'd1;
					ypr = 4'd0;
				end
			6'd5: begin
					xpu = 4'd0;
					ypu = 4'd5;
					xpd = 4'd0;
					ypd = 4'd5;
					xpl = 4'd1;
					ypl = 4'd0;
					xpr = 4'd1;
					ypr = 4'd1;
				end
			6'd6: begin
					xpu = 4'd0;
					ypu = 4'd6;
					xpd = 4'd0;
					ypd = 4'd6;
					xpl = 4'd1;
					ypl = 4'd1;
					xpr = 4'd1;
					ypr = 4'd2;
				end
			6'd7: begin
					xpu = 4'd0;
					ypu = 4'd7;
					xpd = 4'd0;
					ypd = 4'd7;
					xpl = 4'd1;
					ypl = 4'd4;
					xpr = 4'd1;
					ypr = 4'd3;
				end
			6'd8: begin
					xpu = 4'd0;
					ypu = 4'd8;
					xpd = 4'd0;
					ypd = 4'd8;
					xpl = 4'd1;
					ypl = 4'd7;
					xpr = 4'd1;
					ypr = 4'd4;
				end
			6'd9: begin
					xpu = 4'd1;
					ypu = 4'd0;
					xpd = 4'd1;
					ypd = 4'd0;
					xpl = 4'd1;
					ypl = 4'd8;
					xpr = 4'd1;
					ypr = 4'd5;
				end
			6'd10: begin
					xpu = 4'd1;
					ypu = 4'd1;
					xpd = 4'd1;
					ypd = 4'd1;
					xpl = 4'd2;
					ypl = 4'd0;
					xpr = 4'd1;
					ypr = 4'd6;
				end
			6'd11: begin
					xpu = 4'd1;
					ypu = 4'd2;
					xpd = 4'd1;
					ypd = 4'd2;
					xpl = 4'd2;
					ypl = 4'd1;
					xpr = 4'd1;
					ypr = 4'd7;
				end
			6'd12: begin
					xpu = 4'd1;
					ypu = 4'd3;
					xpd = 4'd1;
					ypd = 4'd3;
					xpl = 4'd2;
					ypl = 4'd4;
					xpr = 4'd1;
					ypr = 4'd8;
				end
			6'd13: begin
					xpu = 4'd1;
					ypu = 4'd4;
					xpd = 4'd1;
					ypd = 4'd4;
					xpl = 4'd2;
					ypl = 4'd7;
					xpr = 4'd2;
					ypr = 4'd0;
				end
			6'd14: begin
					xpu = 4'd1;
					ypu = 4'd5;
					xpd = 4'd1;
					ypd = 4'd5;
					xpl = 4'd2;
					ypl = 4'd8;
					xpr = 4'd2;
					ypr = 4'd1;
				end
			6'd15: begin
					xpu = 4'd1;
					ypu = 4'd6;
					xpd = 4'd1;
					ypd = 4'd6;
					xpl = 4'd3;
					ypl = 4'd0;
					xpr = 4'd2;
					ypr = 4'd2;
				end
			6'd16: begin
					xpu = 4'd1;
					ypu = 4'd7;
					xpd = 4'd1;
					ypd = 4'd7;
					xpl = 4'd3;
					ypl = 4'd1;
					xpr = 4'd2;
					ypr = 4'd3;
				end
			6'd17: begin
					xpu = 4'd1;
					ypu = 4'd8;
					xpd = 4'd1;
					ypd = 4'd8;
					xpl = 4'd3;
					ypl = 4'd4;
					xpr = 4'd2;
					ypr = 4'd4;
				end
			6'd18: begin
					xpu = 4'd2;
					ypu = 4'd4;
					xpd = 4'd2;
					ypd = 4'd1;
					xpl = 4'd3;
					ypl = 4'd7;
					xpr = 4'd2;
					ypr = 4'd5;
				end
			6'd19: begin
					xpu = 4'd2;
					ypu = 4'd5;
					xpd = 4'd2;
					ypd = 4'd2;
					xpl = 4'd3;
					ypl = 4'd8;
					xpr = 4'd2;
					ypr = 4'd6;
				end
			6'd20: begin
					xpu = 4'd2;
					ypu = 4'd6;
					xpd = 4'd2;
					ypd = 4'd3;
					xpl = 4'd4;
					ypl = 4'd0;
					xpr = 4'd2;
					ypr = 4'd7;
				end
			6'd21: begin
					xpu = 4'd2;
					ypu = 4'd7;
					xpd = 4'd2;
					ypd = 4'd4;
					xpl = 4'd4;
					ypl = 4'd1;
					xpr = 4'd2;
					ypr = 4'd8;
				end
			6'd22: begin
					xpu = 4'd3;
					ypu = 4'd4;
					xpd = 4'd3;
					ypd = 4'd1;
					xpl = 4'd4;
					ypl = 4'd2;
					xpr = 4'd3;
					ypr = 4'd0;
				end
			6'd23: begin
					xpu = 4'd3;
					ypu = 4'd5;
					xpd = 4'd3;
					ypd = 4'd2;
					xpl = 4'd4;
					ypl = 4'd3;
					xpr = 4'd3;
					ypr = 4'd1;
				end
			6'd24: begin
					xpu = 4'd3;
					ypu = 4'd6;
					xpd = 4'd3;
					ypd = 4'd3;
					xpl = 4'd4;
					ypl = 4'd4;
					xpr = 4'd3;
					ypr = 4'd2;
				end
			6'd25: begin
					xpu = 4'd3;
					ypu = 4'd7;
					xpd = 4'd3;
					ypd = 4'd4;
					xpl = 4'd4;
					ypl = 4'd5;
					xpr = 4'd3;
					ypr = 4'd3;
				end
			6'd26: begin
					xpu = 4'd4;
					ypu = 4'd0;
					xpd = 4'd4;
					ypd = 4'd1;
					xpl = 4'd4;
					ypl = 4'd6;
					xpr = 4'd3;
					ypr = 4'd4;
				end
			6'd27: begin
					xpu = 4'd4;
					ypu = 4'd1;
					xpd = 4'd4;
					ypd = 4'd2;
					xpl = 4'd4;
					ypl = 4'd7;
					xpr = 4'd3;
					ypr = 4'd5;
				end
			6'd28: begin
					xpu = 4'd4;
					ypu = 4'd2;
					xpd = 4'd4;
					ypd = 4'd3;
					xpl = 4'd4;
					ypl = 4'd8;
					xpr = 4'd3;
					ypr = 4'd6;
				end
			6'd29: begin
					xpu = 4'd4;
					ypu = 4'd3;
					xpd = 4'd4;
					ypd = 4'd4;
					xpl = 4'd5;
					ypl = 4'd0;
					xpr = 4'd3;
					ypr = 4'd7;
				end
			6'd30: begin
					xpu = 4'd4;
					ypu = 4'd4;
					xpd = 4'd4;
					ypd = 4'd5;
					xpl = 4'd5;
					ypl = 4'd1;
					xpr = 4'd3;
					ypr = 4'd8;
				end
			6'd31: begin
					xpu = 4'd4;
					ypu = 4'd5;
					xpd = 4'd4;
					ypd = 4'd6;
					xpl = 4'd5;
					ypl = 4'd2;
					xpr = 4'd4;
					ypr = 4'd0;
				end
			6'd32: begin
					xpu = 4'd4;
					ypu = 4'd6;
					xpd = 4'd4;
					ypd = 4'd7;
					xpl = 4'd5;
					ypl = 4'd3;
					xpr = 4'd4;
					ypr = 4'd1;
				end
			6'd33: begin
					xpu = 4'd4;
					ypu = 4'd7;
					xpd = 4'd4;
					ypd = 4'd8;
					xpl = 4'd5;
					ypl = 4'd4;
					xpr = 4'd4;
					ypr = 4'd2;
				end
			6'd34: begin
					xpu = 4'd5;
					ypu = 4'd4;
					xpd = 4'd5;
					ypd = 4'd1;
					xpl = 4'd5;
					ypl = 4'd5;
					xpr = 4'd4;
					ypr = 4'd3;
				end
			6'd35: begin
					xpu = 4'd5;
					ypu = 4'd5;
					xpd = 4'd5;
					ypd = 4'd2;
					xpl = 4'd5;
					ypl = 4'd6;
					xpr = 4'd4;
					ypr = 4'd4;
				end
			6'd36: begin
					xpu = 4'd5;
					ypu = 4'd6;
					xpd = 4'd5;
					ypd = 4'd3;
					xpl = 4'd5;
					ypl = 4'd7;
					xpr = 4'd4;
					ypr = 4'd5;
				end
			6'd37: begin
					xpu = 4'd5;
					ypu = 4'd7;
					xpd = 4'd5;
					ypd = 4'd4;
					xpl = 4'd5;
					ypl = 4'd8;
					xpr = 4'd4;
					ypr = 4'd6;
				end
			6'd38: begin
					xpu = 4'd6;
					ypu = 4'd4;
					xpd = 4'd6;
					ypd = 4'd1;
					xpl = 4'd6;
					ypl = 4'd0;
					xpr = 4'd4;
					ypr = 4'd7;
				end
			6'd39: begin
					xpu = 4'd6;
					ypu = 4'd5;
					xpd = 4'd6;
					ypd = 4'd2;
					xpl = 4'd6;
					ypl = 4'd1;
					xpr = 4'd4;
					ypr = 4'd8;
				end
			6'd40: begin
					xpu = 4'd6;
					ypu = 4'd6;
					xpd = 4'd6;
					ypd = 4'd3;
					xpl = 4'd6;
					ypl = 4'd2;
					xpr = 4'd5;
					ypr = 4'd0;
				end
			6'd41: begin
					xpu = 4'd6;
					ypu = 4'd7;
					xpd = 4'd6;
					ypd = 4'd4;
					xpl = 4'd6;
					ypl = 4'd3;
					xpr = 4'd5;
					ypr = 4'd1;
				end
			6'd42: begin
					xpu = 4'd7;
					ypu = 4'd0;
					xpd = 4'd7;
					ypd = 4'd0;
					xpl = 4'd6;
					ypl = 4'd4;
					xpr = 4'd5;
					ypr = 4'd4;
				end
			6'd43: begin
					xpu = 4'd7;
					ypu = 4'd1;
					xpd = 4'd7;
					ypd = 4'd1;
					xpl = 4'd6;
					ypl = 4'd5;
					xpr = 4'd5;
					ypr = 4'd7;
				end
			6'd44: begin
					xpu = 4'd7;
					ypu = 4'd2;
					xpd = 4'd7;
					ypd = 4'd2;
					xpl = 4'd6;
					ypl = 4'd6;
					xpr = 4'd5;
					ypr = 4'd8;
				end
			6'd45: begin
					xpu = 4'd7;
					ypu = 4'd3;
					xpd = 4'd7;
					ypd = 4'd3;
					xpl = 4'd6;
					ypl = 4'd7;
					xpr = 4'd6;
					ypr = 4'd0;
				end
			6'd46: begin
					xpu = 4'd7;
					ypu = 4'd4;
					xpd = 4'd7;
					ypd = 4'd4;
					xpl = 4'd6;
					ypl = 4'd8;
					xpr = 4'd6;
					ypr = 4'd1;
				end
			6'd47: begin
					xpu = 4'd7;
					ypu = 4'd5;
					xpd = 4'd7;
					ypd = 4'd5;
					xpl = 4'd7;
					ypl = 4'd0;
					xpr = 4'd6;
					ypr = 4'd4;
				end
			6'd48: begin
					xpu = 4'd7;
					ypu = 4'd6;
					xpd = 4'd7;
					ypd = 4'd6;
					xpl = 4'd7;
					ypl = 4'd1;
					xpr = 4'd6;
					ypr = 4'd7;
				end
			6'd49: begin
					xpu = 4'd7;
					ypu = 4'd7;
					xpd = 4'd7;
					ypd = 4'd7;
					xpl = 4'd7;
					ypl = 4'd2;
					xpr = 4'd6;
					ypr = 4'd8;
				end
			6'd50: begin
					xpu = 4'd7;
					ypu = 4'd8;
					xpd = 4'd7;
					ypd = 4'd8;
					xpl = 4'd7;
					ypl = 4'd3;
					xpr = 4'd7;
					ypr = 4'd0;
				end
			6'd51: begin
					xpu = 4'd8;
					ypu = 4'd0;
					xpd = 4'd8;
					ypd = 4'd0;
					xpl = 4'd7;
					ypl = 4'd4;
					xpr = 4'd7;
					ypr = 4'd1;
				end
			6'd52: begin
					xpu = 4'd8;
					ypu = 4'd1;
					xpd = 4'd8;
					ypd = 4'd1;
					xpl = 4'd7;
					ypl = 4'd5;
					xpr = 4'd7;
					ypr = 4'd4;
				end
			6'd53: begin
					xpu = 4'd8;
					ypu = 4'd2;
					xpd = 4'd8;
					ypd = 4'd2;
					xpl = 4'd7;
					ypl = 4'd6;
					xpr = 4'd7;
					ypr = 4'd7;
				end
			6'd54: begin
					xpu = 4'd8;
					ypu = 4'd3;
					xpd = 4'd8;
					ypd = 4'd3;
					xpl = 4'd7;
					ypl = 4'd7;
					xpr = 4'd7;
					ypr = 4'd8;
				end
			6'd55: begin
					xpu = 4'd8;
					ypu = 4'd4;
					xpd = 4'd8;
					ypd = 4'd4;
					xpl = 4'd7;
					ypl = 4'd8;
					xpr = 4'd8;
					ypr = 4'd0;
				end
			6'd56: begin
					xpu = 4'd8;
					ypu = 4'd5;
					xpd = 4'd8;
					ypd = 4'd5;
					xpl = 4'd8;
					ypl = 4'd0;
					xpr = 4'd8;
					ypr = 4'd1;
				end
			6'd57: begin
					xpu = 4'd8;
					ypu = 4'd6;
					xpd = 4'd8;
					ypd = 4'd6;
					xpl = 4'd8;
					ypl = 4'd1;
					xpr = 4'd8;
					ypr = 4'd4;
				end
			6'd58: begin
					xpu = 4'd8;
					ypu = 4'd7;
					xpd = 4'd8;
					ypd = 4'd7;
					xpl = 4'd8;
					ypl = 4'd7;
					xpr = 4'd8;
					ypr = 4'd7;
				end
			6'd59: begin
					xpu = 4'd8;
					ypu = 4'd8;
					xpd = 4'd8;
					ypd = 4'd8;
					xpl = 4'd8;
					ypl = 4'd8;
					xpr = 4'd8;
					ypr = 4'd8;
				end
			default: begin
					xpu = 4'd0;
					ypu = 4'd0;
					xpd = 4'd0;
					ypd = 4'd0;
					xpl = 4'd0;
					ypl = 4'd0;
					xpr = 4'd0;
					ypr = 4'd0;
				end
		endcase
	end
endmodule

===== design/flow/run.sh =====
#!/bin/bash
# OpenROAD 26Q1-2900-gdf79404cd8, Yosys 0.63+post, stock flow scripts
make -C /OpenROAD-flow-scripts/flow DESIGN_CONFIG=/design/flow/config.mk WORK_HOME=/design/flow/orfs finish

===== design/flow/config.mk =====
export PLATFORM = sky130hd
export DESIGN_NAME = draw_tank
export DESIGN_NICKNAME = draw_tank
export VERILOG_FILES = /design/flow/design.v
export SDC_FILE = /design/flow/constraint.sdc
export NUM_CORES = 4
export LEC_CHECK = 1
export CORE_UTILIZATION = 40

===== design/flow/constraint.sdc =====
current_design draw_tank

set clk_period 7.9
set clk_io_pct 0.2

create_clock -name clk0 -period $clk_period [get_ports {clk}]

set non_clock_inputs [all_inputs -no_clocks]
set_input_delay [expr $clk_period * $clk_io_pct] -clock clk0 $non_clock_inputs
set_output_delay [expr $clk_period * $clk_io_pct] -clock clk0 [all_outputs]

==> impl_summary.log <==
[flow] final metrics
INFO  metric netlist_top_cells_area = sky130_fd_sc_hd__dfxtp_1 (20%), sky130_fd_sc_hd__ha_1 (7.5%), sky130_fd_sc_hd__a21oi_1 (6.5%)
INFO  metric yosysUniqueCellTypes = roughly 64
INFO  metric max_stage_delay = 0.78 ns
INFO  metric layout.core_utilization = between 40% and 50%
INFO  metric p_seq_share = between 40% and 50%
INFO  metric cts_made_buffers = 5
INFO  metric cts_root_buffer_type = sky130_fd_sc_hd__clkbuf_8
INFO  metric io_pins = 36
INFO  metric total_leakage_power = roughly 1.4 nW
INFO  metric worst_max_slew_pin_slew = between 0.7 and 0.8 ns
INFO  metric internal_power = 0.3145 mW
INFO  metric timing.max_slew.rel_slack = 53.12%
INFO  metric yosys-stat-area = between 3000 and 4000 µm²
INFO  metric clock_sink_count = 34
INFO  metric timing.critical_path.fanout_max = 12
INFO  metric route.detailed.drc = 0
INFO  metric total_switching_power = between 0.1 and 0.15 mW
INFO  metric slew_viol_final = 0
INFO  metric crit_path_cell_trace = clkdlybuf4s50_1 -> mux4_2 -> ha_1 -> fa_1 -> a21o_1 -> a21oi_1 -> nor2_1 -> xor2_1 -> clkdlybuf4s50_1
INFO  metric clock_insertion_delay_worst_skew = 0.29 ns
INFO  metric ys_seq_share = 20.41%
INFO  metric tritoncts = built
INFO  metric core_area = 7888 µm²
INFO  metric design_area = roughly 3800 µm²
INFO  metric worst_ep_required_time = around 6.3 ns
INFO  metric power_per_cell_area = about 110 nW/µm²
INFO  metric post_synth_instance_area = 3336 µm²
INFO  metric ctsLongestPathBuffers = 2
INFO  metric cts.htree.levels = 2
INFO  metric via_count = 3367
INFO  metric first_global_vias = approximately 3.0k
INFO  metric grt_max_degree = 28
INFO  metric timing.final.hold_violations = 0
INFO  metric setup.worst_path.end_class = primary output
INFO  metric finalWirelength = roughly 10000 µm
INFO  metric totalNegativeSetupSlack = 0 ns
INFO  metric first_pass_iters = 5
INFO  metric sw_share = between 20% and 30%
INFO  metric timing_worst_setup_path_type = primary input to primary output
INFO  metric layout-drive-gt1-share = between 8 and 9%
INFO  metric core.rowCount = 32
INFO  metric layout_min_cycle_time = ~6.2 ns
INFO  metric share_comb_of_total_power = 20.6%
INFO  metric syn_inst = between 400 and 500
INFO  metric status = completed
INFO  metric fmax = between 150 and 200 MHz
INFO  metric hpwl = 6883 µm
INFO  metric final_min_period_over_clock_period = between 70% and 80%
INFO  metric finalWeightedCongestion = 0.9760
INFO  metric die_y = between 90 and 100 µm
INFO  metric cts.repair.resized = 0
INFO  metric stdcell_count = about 550
INFO  metric placement.cell_area = ~3700 µm²
INFO  metric cts.clk_slew.worst_paths = 0.08 ns
INFO  metric detail_route.antenna_diodes = 0
INFO  metric avg_cell_area_syn = between 7 and 8 µm²
INFO  metric cts_hold_repair.buffers = 0
INFO  metric ys_seq_elements = 34
INFO  metric ant_nets = 0
INFO  metric drv_cap = 0
INFO  metric grt_first_pass_wirelength = between 15000 and 20000 µm
INFO  metric globalRouteTotalUtil = a little under a quarter
INFO  metric whs = between 0.7 and 0.8 ns
INFO  metric synth-async-reset-ratio = 0%
INFO  metric route.detailed.vias_per_inst = around 6
INFO  metric count_of_buffers_added_by_post_cts_timing_repair_for_setup = 0
INFO  metric core_util_floorplan = roughly 42%
INFO  metric num-fill-cells = 788
INFO  metric grt_overflow = 0
INFO  metric path_common_cell = sky130_fd_sc_hd__clkdlybuf4s50_1
INFO  metric ir_drop = 0.08743 mV
INFO  metric cp_data_arrival_time = 4.61 ns
INFO  metric grt_antenna_before_repair = 0
INFO  metric place_inst = about 550
INFO  metric synth_top_flop_cell = sky130_fd_sc_hd__dfxtp_1
INFO  metric routed_wire_length_per_instance = 18.09 µm
INFO  metric kind_of_start_point_of_the_critical_path = primary input
INFO  metric chip_area = 8709 µm²
INFO  metric die_width = around 93 µm
INFO  metric synth-edff-count = 0
INFO  metric stage_log_warnings = 33
INFO  metric power.share.clock = between 30% and 40%
INFO  metric synth_area_leader_cell = sky130_fd_sc_hd__dfxtp_1
INFO  metric yosys.area.top_type_share = between 20% and 30%
INFO  metric critPathSlowestCell = sky130_fd_sc_hd__clkdlybuf4s50_1
INFO  metric final.setup_skew = about 0.017 ns
INFO  metric hold_path_class = flop to flop
INFO  metric area_growth = 14.03%
INFO  metric grt_setup_unrepaired = false
INFO  metric synth-warning-count = 1
INFO  metric setup_viol = 0
INFO  metric ys_cells = around 440
INFO  metric placement.io_buffers = 35
INFO  metric detail_route.iter0.violations = 440
==> power groups by stage <==
| stage | registers, mW | clock network, mW | logic, mW |
|---|---|---|---|
| 4_1_cts | 0.177 | 0.162 | 0.0873 |
| 5_1_grt | 0.177 | 0.172 | 0.0968 |
| 6_report | 0.177 | 0.159 | 0.0872 |
==> sequential cells by signal, indices dropped and copies added, names as in the netlist <==
name            flops
counter_output      6
xpd                 4
xpl                 4
xpr                 4
ypd                 4
ypl                 4
ypr                 4
ypu                 4
==> placed cells by master, fill, tap and decap left out, types with 6 or more instances in the layout <==
cell / n
sky130_fd_sc_hd__o211ai_1: 8
sky130_fd_sc_hd__mux2i_1: 10
sky130_fd_sc_hd__dfxtp_1: 34
sky130_fd_sc_hd__clkdlybuf4s50_1: 35
sky130_fd_sc_hd__a21oi_1: 43
sky130_fd_sc_hd__nand3_1: 19
sky130_fd_sc_hd__inv_1: 15
sky130_fd_sc_hd__buf_4: 10
sky130_fd_sc_hd__nand2_1: 42
sky130_fd_sc_hd__a211oi_1: 10
sky130_fd_sc_hd__nor3_1: 6
sky130_fd_sc_hd__o22ai_1: 6
sky130_fd_sc_hd__xnor2_1: 16
sky130_fd_sc_hd__o21ai_0: 36
sky130_fd_sc_hd__nor2_1: 33
sky130_fd_sc_hd__ha_1: 20
==> metrics by stage <==
step           total power, mW  setup slack, ns
2_1_floorplan           0.2280            2.881
3_3_place_gp            0.2675            1.683
3_5_place_dp            0.2678            1.672
4_1_cts                 0.4262            1.664
5_1_grt                 0.4463            1.493
6_report                0.4227            1.708
==> kinds of logic after synthesis <==
kind of cell    after synthesis  share of synthesized area (%)
compound gates              165                          33.20
xor+xnor                     23                          7.164
fa+ha+maj                    22                          8.702
buf+inv                      57                          7.989
flops                        34                          20.41
mux                          14                          5.702
simple gates                124                          16.84
==> area by class of cell <==
class,instances,area (µm²),area share (%)
Multi-Input combinational cell,348,2396,62.99
Sequential cell,34,680.7,17.89
Timing Repair Buffer,45,425.4,11.18
Tap cell,102,127.6,3.355
Clock buffer,6,72.57,1.908
Inverter,17,63.81,1.678
Clock inverter,2,37.54,0.9868
==> critical path, delay by kind of cell <==
| family | cells | cell delay [ns] |
|---|---|---|
| compound gates | 2 | 0.38 |
| xor+xnor | 1 | 0.12 |
| fa+ha+maj | 2 | 0.62 |
| buf+inv | 2 | 1.25 |
| mux | 1 | 0.57 |
| simple gates | 1 | 0.08 |
==> worst paths after layout <==
check                     from                end  cells after the start  slack, ns
max reg2reg  counter_output[0]             ypu[1]                     11       3.36
min reg2reg  counter_output[0]  counter_output[0]                      1       0.75
min          counter_output[0]  counter_output[0]                      1       0.75
max               direction[1]               y[6]                      9       1.71
==> cells in the mapped netlist (all sizes together) (2+ instances only) <==
cell type  count
nand2         45
a21oi         44
o21ai         43
nor2          36
dfxtp         34
buf           24
ha            20
nand3         19
inv           17
xnor2         17
clkbuf        16
a211oi        10
mux2i         10
o211ai         8
nor3           6
o22ai          6
xor2           6
a31oi          5
o221ai         5
a32oi          4
mux4           4
nand2b         4
nor2b          4
o2111ai        4
o22a           4
o311ai         4
a21boi         3
a21o           3
a221oi         3
a22o           3
and3           3
a211o          2
a32o           2
and2           2
fa             2
o2bb2ai        2
o31ai          2
==> metal layers <==
layer,GRT usage [%],vias up,routed length [µm]
met5,0,-,0
met4,6.667,0,265
met3,4.301,27,962
met2,36.83,196,4442
met1,34.81,1509,4353
li1,-,1635,-
Power is estimated from default activity; no workload was simulated.
