==> design/flow/design.v <==
module bullet(clk,resetn,tx,ty,td,ready,fire,bx,by,bd,start);
	input clk,resetn,start;
	input [7:0] tx;  
	input [6:0] ty;  
	input [1:0] td;  
	input ready;  
	input fire;  
	output reg [7:0] bx;  
	output reg [6:0] by;  
	output reg [2:0] bd;  
	reg [2:0] current_state,next_state;	
	reg divider_enable;
	reg [19:0] dividerout;
	reg divider;
	localparam    
					WAIT = 3'd0,     
					READY = 3'd1,    
					UP      = 3'd2,  
					DOWN    = 3'd3,  
					LEFT    = 3'd4,  
					RIGHT   = 3'd5;	 
		always@(*)
		begin: state_table 
				case (current_state)
					WAIT: next_state = start ? READY : WAIT;
					READY: begin  
								if(!fire)
									next_state = READY;
								else begin  
									case(td)  
										2'd0: next_state = UP;
										2'd1: next_state = DOWN;
										2'd2: next_state = LEFT;
										2'd3: next_state = RIGHT;
									endcase
								end
							end
					UP: next_state = ready ? READY : UP;
					DOWN: next_state = ready ? READY : DOWN;
					LEFT: next_state = ready ? READY : LEFT;
					RIGHT: next_state = ready ? READY : RIGHT;
					default: next_state = READY;
				endcase
		end
		always@(posedge clk)
		begin: state_FFs
			if(!resetn)  
				current_state <= WAIT;
			else  
				current_state <= next_state;
		end  
		always @(*)
		begin: output_logic
			divider_enable = 1'b0;
			bd = 3'd0;
			case (current_state)  
				READY: begin  
					divider_enable = 1'b0;  
					bd = 3'd0;
					end
				UP: begin
					divider_enable = 1'b1;
					bd = 3'b100;
					end
				DOWN: begin
					divider_enable = 1'b1;
					bd = 3'b101;
					end
				LEFT: begin
					divider_enable = 1'b1;
					bd = 3'b110;
					end
				RIGHT: begin
					divider_enable = 1'b1;
					bd = 3'b111;
					end
			endcase
		end
	always @(posedge clk)
		begin:ratedivider
			if(!resetn)begin
				dividerout <=  20'd0;
				divider <= 1'd0;
				end
			else if(dividerout == 20'b10100000010100000111)begin
				dividerout <= 20'd0;
				divider <= 1'd1;
				end
			else if(divider_enable == 1'd0)begin
				dividerout <= 20'd0;
				divider <= 1'd0;
				end
			else begin
				dividerout <= dividerout + 1'b1;
				divider <= 1'd0;
				end
		end
	always @(posedge clk)
		begin
			if(!bd[2])begin  
				bx <= tx;
				by <= ty;
				end
			else if(divider == 1'd1)begin
				case(bd[1:0])
					2'd0: begin  
						bx <= bx;
						by <= by-1'd1;
						end
					2'd1: begin  
						bx <= bx;
						by <= by+1'd1;
						end
					2'd2: begin  
						bx <= bx-1'd1;
						by <= by;
						end
					2'd3: begin  
						bx <= bx+1'd1;
						by <= by;
						end
				endcase
			end
			else begin
				bx <= bx;
				by <= by;
				end
		end
endmodule  
==> design/flow/run.sh <==
#!/bin/bash
# OpenROAD 26Q1-2900-gdf79404cd8, Yosys 0.63+post, stock flow scripts
make -C /OpenROAD-flow-scripts/flow DESIGN_CONFIG=/design/flow/config.mk WORK_HOME=/design/flow/orfs finish
==> design/flow/config.mk <==
export PLATFORM = sky130hd
export DESIGN_NAME = bullet
export DESIGN_NICKNAME = bullet
export VERILOG_FILES = /design/flow/design.v
export SDC_FILE = /design/flow/constraint.sdc
export NUM_CORES = 4
export LEC_CHECK = 1
export CORE_UTILIZATION = 30
==> design/flow/constraint.sdc <==
current_design bullet

set clk_period 4.8
set clk_io_pct 0.2

create_clock -name clk0 -period $clk_period [get_ports {clk}]

set non_clock_inputs [all_inputs -no_clocks]
set_input_delay [expr $clk_period * $clk_io_pct] -clock clk0 $non_clock_inputs
set_output_delay [expr $clk_period * $clk_io_pct] -clock clk0 [all_outputs]
==> results_slide.txt <==
Synthesis and Place & Route Summary

Outcome
  • Outcome: completed

Setup path
  • Worst setup SP type: flip-flop
  • Worst Path Max Fanout: 16
  • Worst r2r src: current_state[5]
  • Worst Path Arrival: 1.79 ns
  • R2R setup slack: 2.24 ns
  • Crit path DRT: 3.84 ns
  • CP Capture Type: output pin
  • Worst reg2reg path endpoint: by[6]
  • Critical path class: reg -> out
  • Cells on worst reg2reg path: 7

Clock network
  • Clk latency of the worst-skew pair: 0.29 ns
  • Num CTS Buffers: 5
  • Root Buffer Master: clkbuf_8
  • H-tree levels: 2
  • Clock sinks: 42
  • Post-CTS Setup Inserts: 0
  • Clock transition at path regs: 0.08 ns
  • Post-CTS Hold Buffers: 0
  • CTS tree: done
  • CTS resizes: 0
  • Clock Path Buffers: 2

Power
  • Reg power frac: 46.2%
  • PD cells: 292 mW/mm2
  • Gate power share: 17.4%
  • Maximum vdd drop: 0.000156 V
  • Net Sw Power: 0.200 mW
  • Switching Fraction: 22.8%
  • Total power: 0.878 mW
  • Clock share of power: 36.4%
  • Internal power: 0.678 mW
  • Leakage Power: 1.09 nW

Global route
  • Global routing usage on met3: 2.22%
  • First-pass GRT wire length: 8.28 mm
  • GR Layer Usage met1: 21.0%
  • Met2 Track Usage GR: 17.6%
  • GRT busiest layer: met1
  • Largest net degree at the start of global routing: 25
  • Vias in the first global route: 1753
  • Initial antenna violation count: 0
  • Remaining global-route overflow: 0
  • All-Layer GR Usage: 12.5%

STA
  • Setup tns final: 0 ns
  • Setup Viol. Count Final: 0
  • Skew final: 0.00885 ns
  • Fmax: 0.364 GHz
  • Worst-margin pin slew: 0.766 ns
  • RSZ-0062 raised after global routing: no
  • Final count of pins violating max slew: 0
  • Post-route clock period utilization: 57.2%
  • Hold Violations, Final: 0
  • Slack of the critical path: 2.05 ns
  • Max-slew headroom at the worst pin: 49.0%
  • Crit path time final: 2.75 ns

Floorplan
  • Core area: 0.00741 mm2
  • Die Size: 0.00817 mm2
  • FP Util: 31.7%
  • Die H: 90.4 um
  • Core Rows: 31
  • Die Width: 90.4 um
  • Num ports: 40

Placed design
  • Port bufs: 39
  • Routability cong.: 0.831
  • DP HPWL: 3.49 mm
  • Place WS: 2.29 ns
  • Placed instance count: 391
  • Dpl cell area: 0.00286 mm2

Detailed routing
  • Pre-antenna DRT Iters: 4
  • Drt via density: 4.77
  • Number of diodes: 0
  • DR iter-0 viols: 66
  • Final WL: 4.81 mm
  • Routed Antenna Nets: 0
  • Vias post-DR: 1903
  • Residual DRC: 0
  • Routed len/inst: 12.0 um

Synthesis
  • Yosys cell count: 256
  • Yosys chip area: 0.00234 mm2
  • Post-synth top cells: 29 x nand2_1, 27 x dfxtp_1, 26 x nor2_1
  • Post-synth regs: 42
  • FFs w/ async S/R, synth: 0%
  • Top cells by area: dfxtp_1 23%, edfxtp_1 19%, ha_1 6.9%
  • Distinct lib cells: 43
  • Post-synth EDFFs: 15
  • Yosys top cell by area: dfxtp_1
  • Syn_area_per_cell: 9.16 um2
  • Most frequent cell after synthesis: nand2_1
  • Top cell area share: 23.1%
  • Gate Count Post-Synth: 256
  • Post-Synthesis Cell Area: 0.00234 mm2
  • Sequential-to-total area share from yosys stat: 42.3%
  • Yosys warning tally: 1
  • Most used flip-flop cell: dfxtp_1

Flow run
  • Max-Cap Viols: 0
  • Tool Warnings: 26

Finish
  • Fillcell total: 734
  • Layout cell share with drive strength beyond 1: 6.67%
  • Final instance area: 0.00300 mm2
  • Final Non-Filler Cells: 399
  • Area grow syn2layout: 28.0%

Min path
  • Hold Path Depth: 2
  • HP Start: current_state[0]
  • HP Class: reg -> reg
  • WHS Endpoint: current_state[0]
## cell usage in the layout, fill, tap and decap left out, drive strengths merged, types with 3 or more instances in the layout
cell and count:
and3 3, nor2b 4, or3 4, nor2 26, xor2 8, ha 13
a21o 4, inv 11, a21oi 15, clkbuf 7, edfxtp 15, nand4 8
nand3 10, nor3b 6, xnor2 12, nor3 4, o21ai 19, dfxtp 27
nor4 6, a211oi 3, clkdlybuf4s50 39, nand2 29
## through the flow
stage               utilization, %  hold slack [ns]
floorplan                        -            0.430
global placement              38.7            0.448
detailed placement            38.7            0.452
CTS                           40.5            0.465
global route                  40.5            0.517
finish                        40.5            0.466
## cell type report
type	count	area (um2)	area share, %
Multi-Input combinational cell	198	1300	43.4
Sequential cell	42	991	33.0
Timing Repair Buffer	41	405	13.5
Tap cell	99	124	4.13
Clock buffer	7	108	3.58
Inverter	11	41.3	1.38
Clock inverter	1	30.0	1.00
## registers in the layout, indices dropped and copies added, names as in the netlist
register / flops
dividerout: 20
bx: 8
by: 7
current_state: 6
divider: 1
## power by group through the flow
stage	clock network (mW)	logic, mW	registers [mW]
after CTS	0.332	0.154	0.406
after global routing	0.346	0.172	0.409
final	0.320	0.153	0.405
## how the worst max path moves through the flow
stage | from | endpoint | depth (start not counted)
final | current_state[4] | bd[2] | 3
after global routing | current_state[4] | bd[2] | 3
after CTS | current_state[4] | bd[2] | 3
## layer usage
layer | vias to the layer above | routed length, um
li1 | 1016 | -
met1 | 852 | 2610
met2 | 33 | 1990
met3 | 2 | 187
met4 | 0 | 17
met5 | - | 0
## critical path, cell delays in order, from the launching register on
cell,delay [ns]
dfxtp_1,0.45
nor4_4,0.08
inv_1,0.40
clkdlybuf4s50_1,0.56
## cells by family (layout without fill, tap and decap cells)
family / after synthesis / after routing / share of synthesized area, %
xor gates and xnor gates: 20 / 20 / 7.47
and+or+nand+nor: 110 / 110 / 25.1
muxes: 1 / 1 / 0.427
adders and majority gates: 15 / 15 / 8.64
AOI/OAI and AO/OA: 52 / 52 / 13.6
DFF: 42 / 42 / 42.3
buffers and inverters: 16 / 60 / 2.56
Power is estimated from default activity; no workload was simulated.
